File: design.v
`timescale 1ns / 1ps
module BaudRateGen(
    input Clock,
    output reg BaudTick,
    output reg OversampleTick
    );
	reg [31:0] OversampleCounter;
	reg [31:0] BaudCounter;
	initial
	begin
		OversampleCounter = 0;
		BaudCounter = 0;
		BaudTick = 0;
		OversampleTick = 0;
	end
	always @(posedge Clock)
	begin
		if (OversampleCounter == 27)
			begin
				OversampleCounter = 0;
				OversampleTick = 1;
				if (BaudCounter == 7)
					begin
						BaudCounter = 0;
						BaudTick = 1;
					end
				else
					begin
						BaudCounter = BaudCounter + 1;
						BaudTick = 0;
					end
			end
		else
			begin
				OversampleCounter = OversampleCounter + 1;
				OversampleTick = 0;
				BaudTick = 0;
			end
	end
endmodule
`timescale 1ns / 1ps
module SerialController(
    input Clock,
    input Send,
	 input Read,
    input [15:0] DataIn,
	 input Receive,
    output reg Valid,
    output reg [15:0] DataOut,
	 output Transmit
    );
	reg [15:0] inputBuffer [31:0];
	reg [15:0] outputBuffer [31:0];
	reg [4:0] inputStart;
	reg [4:0] inputEnd;
	reg [4:0] outputStart;
	reg [4:0] outputEnd;
	wire [15:0] rDataOut;
	reg [15:0] rDataIn;
	reg rSend;
	reg readAlready;
	BaudRateGen baud(Clock, BaudTick, OverSampleTick);
	SerialTransmit transmit(Clock, BaudTick, rDataIn, rSend, Transmit, busy); 
	SerialReceive receive(OverSampleTick, Receive, rValid, rDataOut);
	initial
	begin
		inputStart <= 0;
		inputEnd <= 0;
		outputStart <= 0;
		outputEnd <= 0;
		Valid <= 0;
		readAlready <= 0;
	end
   always@(posedge Clock)
	begin
		DataOut <= outputBuffer[outputStart];
		rDataIn <= inputBuffer[inputStart];
		Valid <= outputStart != outputEnd;
		if (Send)
			begin
				inputEnd <= inputEnd + 1;
				inputBuffer[inputEnd] <= DataIn;
			end
		if (Read)
			begin
				if (Valid && outputStart != outputEnd)
					begin
						outputStart <= outputStart + 1;
					end
			end
		if (rValid && ~readAlready)
			begin
				outputBuffer[outputEnd] <= rDataOut;
				readAlready <= 1;
				outputEnd <= outputEnd + 1;
			end
		if (~rValid)
			readAlready <= 0;
		if (inputStart != inputEnd)
			begin
				if (~busy)
					begin
						rDataIn <= inputBuffer[inputStart];
						inputStart <= inputStart + 1;
						rSend <= 1;
					end
			end
		else
			rSend <= 0;
	end
endmodule
`timescale 1ns / 1ps
module SerialReceive(
    input Clock,
    input Receive,
    output reg Valid,
    output reg [15:0] DataOut
    );
	 reg [4:0] counter;
	 reg [5:0] state;	
	 initial
	 begin
		DataOut <= 16'h0000;
		state <= 5'h00;
		Valid <= 0;
		counter <= 0;
	 end
	 always@(posedge Clock)
	 begin
		case (state)
			0:
				begin
					Valid <= 0;
					if(Receive == 0)
						state <= 1;
				end
			1:
				begin
					if(counter == 10)
						begin
							state <= 2;
							counter <= 0;
						end
					else
						counter <= counter + 1;
				end
			18:
				begin
					state <= 0;
					Valid <= 1;
				end
			default:
				begin
					if (counter == 0)
						begin
							DataOut[state - 2] <= Receive;
							counter <= counter + 1;
						end
					else
						begin
							if (counter == 7)
								begin
									counter <= 0;
									state <= state + 1;
								end
							else
								counter <= counter + 1;
						end
				end		
		endcase
	 end
endmodule
`timescale 1ns / 1ps
module SerialTransmit(
    input Clock,
    input BaudTick,
    input [15:0] DataIn,
	 input send,
    output reg Transmit,
	 output reg Busy
    );
	 reg [15:0] sending;
	 reg [4:0] state;
	 initial
	 begin
		sending <= 16'h0000;
		state <= 5'h00;
		Transmit <= 1;
		Busy <= 0;
	 end
	 always@(posedge Clock)
	 begin
		case (state)
			0:
				begin
					if(send)
					begin
						state <= 1;
						sending <= DataIn;
					end
				end
			19:
				begin
					if(BaudTick)
						state <= 0;
				end
			default:
				begin
					if(BaudTick)
						state <= state + 1;
				end		
		endcase
	 end
	 always@(state, sending)
	 begin
		case(state)
			0:
				begin
					Busy <= 0;
					Transmit <= 1;
				end
			1:
				begin
					Busy <= 1;
					Transmit <= 1;
				end
			2:
				begin
					Busy <= 1;
					Transmit <= 0;
				end
			19:
				begin
					Busy <= 1;
					Transmit <= 1;
				end
			default:
				begin
					Busy <= 1;
					Transmit <= sending[state - 3];
				end
		endcase
	 end
endmodule
File: run.sh
#!/bin/bash
# OpenROAD 26Q1-2900-gdf79404cd8, Yosys 0.63+post, stock flow scripts
make -C /OpenROAD-flow-scripts/flow DESIGN_CONFIG=/design/flow/config.mk WORK_HOME=/design/flow/orfs finish
File: config.mk
export PLATFORM = sky130hd
export DESIGN_NAME = SerialController
export DESIGN_NICKNAME = SerialController
export VERILOG_FILES = /design/flow/design.v
export SDC_FILE = /design/flow/constraint.sdc
export NUM_CORES = 4
export LEC_CHECK = 1
export CORE_UTILIZATION = 50
File: constraint.sdc
current_design SerialController

set clk_period 21.8
set clk_io_pct 0.2

create_clock -name clk0 -period $clk_period [get_ports {Clock}]

set non_clock_inputs [all_inputs -no_clocks]
set_input_delay [expr $clk_period * $clk_io_pct] -clock clk0 $non_clock_inputs
set_output_delay [expr $clk_period * $clk_io_pct] -clock clk0 [all_outputs]
==> reports/qor.txt <==
status - finished, final reports clean
register pins left without a clock - 28
clock buffer count from CTS - 115
Final period util - 0.371
total negative slack - 0 ps
cts repair resizes - 0
hold_buf cts - 0
synthesized area - 46800 µm²
Syn-to-layout area delta - 12.9%
die area - 94800 µm²
clk buf depth - 3
ys flops - 1194
sw frac - 0.200
Routed Wire Length - 96.1 mm
drt first pass iters - 7
Post-synth seq share - 0.751
total gr overflow - 0
Fin Clk Skew - 25.4 ps
DRC - 0
Switching Power - 903 µW
Commonest flop - edfxtp_1
vias per inst - 5.82
largest net degree at the start of global routing - 98
crit path DRT - 17440 ps
HPWL Detailed - 57.8 mm
CTS Root Buffer Type - clkbuf_16
worst relative slew slack - 0.315
layout cells sized above 1 - 0.275
Fmax - 124 MHz
PwrDens - 85.4 nW/µm²
violation tally from detailed-route iteration zero - 1333
Worst VDD drop - 0.0693 mV
worst setup margin - 13710 ps
tool warnings - 43
Avg Cell Area, Syn - 21.3 µm²
Post-synth EDFFs - 1125
# rows - 111
CTS clk-pin slew, worst paths - 60 ps
Final Slew Violations - 0
synth top area cells - edfxtp_1, mux4_2, dfxtp_1, xnor2_1, mux2_2
Final min period - 8090 ps
crit path max fanout - 10
Diodes inserted - 0
vias in the first global route - 23.3k
Die W - 308 µm
hold crit path type - reg -> reg
IO Port Bufs - 37
Vias - 21.5k
endpoints left unconstrained - 569
instance tally after logic synthesis - 2199
Int Pwr - 3.61 mW
core area - 92200 µm²
WP data arrival - 3730 ps
Final ANT Viol Nets - 0
Max H-tree Level - 3
overall power - 4.51 mW
Clk pwr share - 0.422
fp_density - 0.508
first-pass GRT wire length - 146 mm
post-synth cell types - 54
Setup-failing EPs final - 0
Setup WS pre-CTS - 14380 ps
Die Ht - 308 µm
max cap viols - 0
Worst-Margin Slew - 1030 ps
WL/cell - 26.0 µm
Chip Area, Yosys - 46800 µm²
cell taking the most area after synthesis - edfxtp_1
ys cells - 2199
async set or reset register ratio after synthesis - 0
GRT Util Overall - 0.237
RSZ-0062 raised after global routing - false
final tally of hold violations - 0
sequential power share - 0.544
post-CTS setup buffer count - 0
clock latency on the worst-skew pair - 690 ps
Logic pwr share - 0.034
share of the synthesized area in the top cell type - 0.722
# IOs - 38
startpoint types - register
Synth warnings - 8
CP endpoint kind - output port
initial antenna violation count - 0
Final Wtd Congestion - 0.832
Leakage - 17.9 nW
Crit Path Category - reg -> out
CTS tree - built
-- layer usage --
metal / wire length [µm] / track usage
met1: 33600 / 0.337
met2: 47300 / 0.349
met3: 13400 / 0.150
met4: 1810 / 0.0367
met5: 0 / 0.00155
-- sequential cells by signal, summed over array words and instances (netlist names), 6 cells and up --
register                flops
inputBuffer               512
outputBuffer              512
baud.BaudCounter           32
baud.OversampleCounter     32
DataOut                    16
rDataIn                    16
receive.DataOut            16
transmit.sending           16
receive.state               6
-- area by class of cell --
cell class / count / area (µm²)
clock inverters: 53 / 514
multi-input cells: 879 / 11200
inverters: 20 / 75.1
repair buffers: 141 / 1190
clock buffers: 160 / 3120
flip-flops and latches: 1194 / 35200
well taps: 1243 / 1560
fillers: 6608 / 39400
-- cells in the mapped netlist (all sizes together) (2+ instances only) --
cell    number
mux2i        2
nor2       100
a21oi        7
ha          34
nor2b       10
clkbuf      67
o21ai       10
dfxtp       69
a31oi        2
o211ai       2
or3          3
nand4b       2
nor4b        6
a22o         2
nand2b       2
or2          3
inv         19
nand3       55
mux2        50
nand3b       6
or3b         3
xor2        30
and2         3
and4         6
nor4        28
nand2       53
nand4       20
buf         39
xnor2       68
nor3        18
a21boi       2
and3        16
edfxtp    1125
mux4       325
-- path summary, 6_finish.rpt --
path / from / to / slack, ps / depth (start not counted)
max: transmit.state[0] / Transmit / 13710 / 7
min: rDataIn[7] / transmit.sending[7] / 400 / 0
max reg2reg: outputStart[0] / DataOut[15] / 18060 / 6
min reg2reg: rDataIn[7] / transmit.sending[7] / 400 / 0
-- per-stage QoR --
step / hold slack, ps / utilization / cell area (µm²) / std cells
floorplan: 386 / - / 46800 / 2199
global placement: 398 / 0.534 / 49200 / 3477
detailed placement: 389 / 0.534 / 49200 / 3477
CTS: 403 / 0.573 / 52800 / 3690
global route: 411 / 0.573 / 52800 / 3690
finish: 404 / 0.573 / 52800 / 3690
-- critical path, cell delays in order, from the launching register on --
cell	delay [ps]
edfxtp_1	630
inv_1	180
ha_1	420
mux4_2	320
mux4_2	490
o21ai_0	240
a21oi_1	260
clkdlybuf4s50_1	490
-- layout by cell type, fill, tap and decap left out, types with 7 or more instances in the layout --
cell type,count
nand2_1,53
clkbuf_1,40
inv_1,19
mux4_2,325
ha_1,34
clkbuf_16,117
bufinv_16,9
clkdlybuf4s50_1,37
nor3_1,18
clkinv_2,17
edfxtp_1,1125
o21ai_0,9
nor4_1,28
a21oi_1,7
clkinv_1,18
nor2_2,32
xor2_1,30
nand4_1,20
nor2b_1,10
xnor2_1,68
buf_4,101
dfxtp_1,69
nand3_1,55
nor2_1,67
mux2_2,44
and3_1,16
-- power groups by stage --
stage,Combinational [mW],Clock [mW],Sequential [mW]
6_report,0.153,1.90,2.45
5_1_grt,0.166,2.03,2.45
4_1_cts,0.158,1.94,2.45
-- cells by family (layout without fill, tap and decap cells) --
kind of cell | Yosys count | count (layout) | synth area share
AOI/OAI and AO/OA | 30 | 30 | 0.00422
xor gates and xnor gates | 98 | 98 | 0.0183
adders and majority gates | 34 | 34 | 0.00909
buffers and inverters | 126 | 374 | 0.0112
DFF | 1194 | 1194 | 0.751
muxes | 377 | 377 | 0.169
and+or+nand+nor | 340 | 340 | 0.0370
Power is estimated from default activity; no workload was simulated.
